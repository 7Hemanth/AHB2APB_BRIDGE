`config.mk`:
```
export PLATFORM = sky130hd
export DESIGN_NAME = top_rtl
export DESIGN_NICKNAME = top_rtl
export VERILOG_FILES = /design/flow/design.v
export SDC_FILE = /design/flow/constraint.sdc
export NUM_CORES = 4
export LEC_CHECK = 1
export CORE_UTILIZATION = 40
```
`constraint.sdc`:
```
current_design top_rtl

set clk_period 3.9
set clk_io_pct 0.2

create_clock -name clk0 -period $clk_period [get_ports {HCLK}]

set non_clock_inputs [all_inputs -no_clocks]
set_input_delay [expr $clk_period * $clk_io_pct] -clock clk0 $non_clock_inputs
set_output_delay [expr $clk_period * $clk_io_pct] -clock clk0 [all_outputs]
```
`design.v`:
```
module ahb_slave(HADDR,HWDATA,HTRANS,HREADYin,HWRITE,HRESP, HRDATA,
	HSIZE,HCLK,HRESETn,HADDR_1,HWDATA_1,HADDR_2,HWDATA_2,
	HADDR_3,HWDATA_3,HWRITEreg,valid,TEMP_SEL,PRDATA);
input	[31:0]HADDR,HWDATA,PRDATA;
input	[1:0]HTRANS;
input	HREADYin,HWRITE;
input	[2:0]HSIZE;
input	HCLK,HRESETn;
output reg	[31:0]HADDR_1,
	HWDATA_1,
	HADDR_2,
	HWDATA_2,
	HADDR_3,
	HWDATA_3;
output 		[31:0]HRDATA;
output reg 	HWRITEreg,valid;
output reg	[1:0]HRESP;
output reg	[2:0]TEMP_SEL;
assign HRDATA=PRDATA;
parameter IDLE=2'b00,
	BUSY=2'b01,
	NONSEQ=2'b10,
	SEQ=2'b11;
always@(posedge HCLK,negedge HRESETn)
begin
	HRESP=0;
	if(~HRESETn)
	begin
		HADDR_1<=0;
		HADDR_2<=0;
		HADDR_3<=0;
	end
	else
	begin
		HADDR_1<=HADDR;
		HADDR_2<=HADDR_1;
		HADDR_3<=HADDR_2;
	end
end
always@(posedge HCLK, negedge HRESETn)
begin
	if(~HRESETn)
	begin
		HWDATA_1<=0;
		HWDATA_2<=0;
		HWDATA_3<=0;
	end
	else
	begin
		HWDATA_1<=HWDATA;
		HWDATA_2<=HWDATA_1;
		HWDATA_3<=HWDATA_2;
	end
end
always@(posedge HCLK, negedge HRESETn)
begin
	if(~HRESETn)
		HWRITEreg<=0;
	else
		HWRITEreg<=HWRITE;
end
always@(*)
begin
	if(~HRESETn)
		valid=0;
	else if((HADDR>=32'h8000_0000 && HADDR<= 32'h8c00_0000)  )
		valid=1'b1;
	else
		valid=1'b0;
end
always@(*)
begin
	if( (32'h8c00_0000 >= HADDR>=32'h8800_0001)) 
		TEMP_SEL=3'b100;
	else if((32'h8800_0000 >= HADDR>=32'h8400_0001))
		TEMP_SEL=3'b010;
	else if((32'h8400_0000 >= HADDR>=32'h8000_0000))
		TEMP_SEL=3'b001;
end
endmodule
module fsm(HADDR_1,HADDR_2,HADDR_3,HWDATA_1,HWDATA_2,HWDATA_3,HWRITE,HWRITEreg,HSIZE,
	TEMP_SEL,valid,PADDR,PWDATA,PSEL,PWRITE,PENABLE,HCLK,HRESETn,HTRANS,HREADYout);
input	[31:0]HADDR_1,
	HADDR_2,
	HADDR_3,
	HWDATA_1,
	HWDATA_2,
	HWDATA_3;
input	[1:0]HTRANS;
input	[2:0]HSIZE,
	TEMP_SEL;
input	HRESETn,
	HCLK,
	valid,
	HWRITE,
	HWRITEreg;
output reg	[31:0]PADDR,
	PWDATA;
output reg	[2:0]PSEL;
output reg	PWRITE,
	PENABLE,
	HREADYout;
reg [2:0]STATE,NX_STATE;
reg tmp;
parameter	ST_IDLE=3'b000,
	ST_WWAIT=3'b001,
	ST_READ=3'b010,
	ST_WRITE=3'b011,
	ST_WRITEP=3'b100,
	ST_RENABLE=3'b101,
	ST_WENABLE=3'b110,
	ST_WENABLEP=3'b111;
always@(posedge HCLK, negedge HRESETn)
begin
	if(~HRESETn)
		STATE<=ST_IDLE;
	else
		STATE<=NX_STATE;
end
always@(*)
begin
	NX_STATE=ST_IDLE;
	PSEL = 0;
	PENABLE = 0;
	HREADYout = 0;
	PWRITE = 0;
	case(STATE)
		ST_IDLE:begin
			PSEL=0;
			PENABLE=0;
			HREADYout=1'b1;
			if(~valid)
				NX_STATE=ST_IDLE;
			else if(valid && HWRITE)
				NX_STATE=ST_WWAIT;
			else 
				NX_STATE=ST_READ;
		end
		ST_WWAIT:begin
			HREADYout=1'b1;
			PENABLE=0;
			tmp=1;
			if(~valid)
				NX_STATE=ST_WRITE;
			else if(valid)
				NX_STATE=ST_WRITEP;
		end
		ST_READ: begin
			PSEL=TEMP_SEL;
			PENABLE=1'b0;
			PADDR=HADDR_1;
			PWRITE=1'b0;
			HREADYout=1'b0;
			NX_STATE=ST_RENABLE;
		end
		ST_WRITE:begin
			PSEL=TEMP_SEL;
			PADDR=HADDR_2;
			PWRITE=1'b1;
			PWDATA=HWDATA_1;
			PENABLE=1'b0;
			if(~valid)
				NX_STATE=ST_WENABLE;
			else if(valid)
				NX_STATE=ST_WENABLEP;
		end
		ST_WRITEP: begin
			if(tmp == 1)
				PADDR=HADDR_2;
			else
				PADDR=HADDR_3;
			PSEL=TEMP_SEL;
			PENABLE=1'b0;
			PWRITE=1'b1;
			PWDATA=HWDATA_1;
			HREADYout=1'b0;
			NX_STATE=ST_WENABLEP;
		end
		ST_RENABLE: begin
			PENABLE=1'b1;
			PSEL=TEMP_SEL;
			PWRITE=1'b0;
			HREADYout=1'b1;
			if(~valid)
				NX_STATE=ST_IDLE;
			else if(valid && ~HWRITE)
				NX_STATE=ST_READ;
			else if(valid && HWRITE)
				NX_STATE=ST_WWAIT;
		end
		ST_WENABLE: begin
			PENABLE=1'b1;
			PSEL=TEMP_SEL;
			PWRITE=1'b1;
			HREADYout=1'b1;
			if(valid && ~HWRITE)
				NX_STATE=ST_READ;
			else if(~valid)
				NX_STATE=ST_IDLE;
			else if(valid && HWRITE)
				NX_STATE=ST_WWAIT;
		end
		ST_WENABLEP: begin
			tmp=0;
			PSEL=TEMP_SEL;
			PENABLE=1'b1;
			PWRITE=1'b1;
			HREADYout=1'b1;
			if(~HWRITEreg)
				NX_STATE=ST_READ;
			else if(~valid && HWRITEreg)
				NX_STATE=ST_WRITE;
			else if(valid && HWRITEreg)
				NX_STATE=ST_WRITEP;
		end
		default:NX_STATE=ST_IDLE;
	endcase
end
endmodule		    
module top_rtl(HADDR,HWDATA,HTRANS,HREADYin,HWRITE,HRESP,
	HRDATA,HREADYout,HSIZE,HRESETn,HCLK,PADDR,
	PWDATA,PSEL,PWRITE,PENABLE,PRDATA);
input	[31:0]HADDR,
	HWDATA,
	PRDATA;
input	[1:0]HTRANS;
input	HREADYin,
	HWRITE,
	HRESETn,
	HCLK;
input	[2:0]HSIZE;
output	[31:0]PADDR,
	PWDATA,
	HRDATA;
output	[1:0]HRESP;
output	PWRITE,
	PENABLE,
	HREADYout;
output	[2:0]PSEL;
wire	[31:0]ADDR_1,ADDR_2,ADDR_3,
	DATA_1,DATA_2,DATA_3;
wire	w_reg,vld;
wire [2:0]tmp_sel;
ahb_slave SLAVE(.HADDR(HADDR),	  	.HWDATA(HWDATA),	.HTRANS(HTRANS),
	.HREADYin(HREADYin),	.HWRITE(HWRITE),	.HRESP(HRESP), 
	.HRDATA(HRDATA),	.HSIZE(HSIZE),		.HCLK(HCLK),
	.HRESETn(HRESETn),	.PRDATA(PRDATA),	.HADDR_1(ADDR_1),
	.HWDATA_1(DATA_1),	.HADDR_2(ADDR_2),	.HWDATA_2(DATA_2),
	.HADDR_3(ADDR_3),	.HWDATA_3(DATA_3),	.HWRITEreg(w_reg),
	.valid(vld),		.TEMP_SEL(tmp_sel));
fsm FSM(.HADDR_1(ADDR_1),		.HADDR_2(ADDR_2),	.HADDR_3(ADDR_3),
	.HWDATA_1(DATA_1),		.HWDATA_2(DATA_2),	.HWDATA_3(DATA_3),
	.HWRITE(HWRITE),		.HWRITEreg(w_reg),	.HSIZE(HSIZE),
	.TEMP_SEL(tmp_sel),		.valid(vld),		.PADDR(PADDR),
	.PWDATA(PWDATA),		.PSEL(PSEL),		.PWRITE(PWRITE),
	.PENABLE(PENABLE),		.HCLK(HCLK),		.HRESETn(HRESETn),
	.HTRANS(HTRANS),		.HREADYout(HREADYout));
endmodule
```
`run.sh`:
```
#!/bin/bash
# OpenROAD 26Q1-2900-gdf79404cd8, Yosys 0.63+post, stock flow scripts
make -C /OpenROAD-flow-scripts/flow DESIGN_CONFIG=/design/flow/config.mk WORK_HOME=/design/flow/orfs finish
```
==> notes.org <==
#+TITLE: Synthesis and PnR summary

** Pwr
- The report lists the power per cell area as 493 nW/um^2.
- The leakage component of the power was reported as 3.33 nW.
- The analysis reports a worst IR drop on VDD of 0.288 mV.

** Clock tree
- Looking at the post-CTS report, the setup buffer insertion count equals 0.
- Hold repair after CTS inserted 0 buffers.
- Latency at later pin :: 0.41 ns
- Number of buffers created by CTS :: 17
- Number of buffers on the longest clock path :: 2
- CTS H-tree lvls :: 4
- The number of gates resized after CTS was 0.
- Clock root buffer :: sky130_fd_sc_hd__clkbuf_16
- The registers of the reported paths see a clock transition of 0.05 ns.
- TritonCTS built the clock tree.

** Timing
- Slew at the pin closest to its max-slew limit :: between 0.8 and 0.9 ns
- Final Hold Viols :: 0
- Count of endpoints without a timing constraint :: between 100 and 150
- Setup violations, final :: 0
- Unrepaired setup endpoints after global routing :: no
- After layout, the setup clock skew is reported as 0.00510 ns.
- In this build the clock could be raised as far as between 300 and 400 MHz.
- Relative max-transition margin :: 0.456
- Dividing the final minimum period by the clock period gives 0.683.
- Final Critical Period :: 2.66 ns
- Total count of max-transition violations in the final report :: 0
- Register pins left without a clock :: 65
- Setup slack after layout :: between 1 and 1.5 ns
- After routing, the total negative slack on setup checks comes to 0 ns.

** Logic synthesis
- YS chip area :: 5400 um^2
- The post-synth register bit count is approximately 200.
- After technology mapping, the gate count stands at 348.
- In this run the cell area of the synthesized design comes to around 5400 um^2.
- Dividing the synthesized area by the synthesized cell count gives between 15 and 20 um^2.
- In the Yosys stats the netlist draws on 31 distinct library cells.
- After synthesis, the design contains 348 cells according to Yosys.
- Warnings, synthesis :: 2

** Flow run
- Count of warning messages emitted by the tools :: 31
- Max-cap violation count :: 0

** Critical path
- Crit path DRT :: 3.12 ns
- WP data arrival :: roughly 1.9 ns
- First element of the critical path :: FSM.STATE[7]$_DFF_PN0_
- The worst setup path is captured at an output pin.
- Critical path class :: reg2out
- The critical path maximum fanout is 4.
- Crit Reg-Reg Startpoint :: FSM.STATE[5]$_DFF_PN0_
- The worst setup path is launched from a flop.

** Place
- Dpl cells :: 622
- Input and output buffers added on the ports amount to 134.
- Final GP Congestion :: slightly below 0.8
- Pre-CTS setup slack :: 1.29 ns
- Final HPWL from detailed placement :: 6730 um

** Drt
- For this sky-water flow run, the detailed-routed wirelength per cell is reported as 16.0 um.
- The routed layout has 3112 vias.
- The detail route stage leaves a number of antenna-violating nets equal to 0.
- In the routed netlist, the antenna diode instances number 0.
- The first detailed-routing pass took 5 iterations.
- After detailed routing, the number of vias per cell comes to 4.77.
- The detailed router reported a total wirelength of 10400 um.
- The violation tally recorded at the end of detailed-routing iteration 0 is 193.
- Count of unresolved DRC violations after routing :: 0

** Floorplanning
- Per the OpenROAD floorplan log, the area of the die is 14000 um^2.
- I/O pin cnt :: 209
- According to the floorplan report, the die width is 118 um.
- Die boundary height :: 118 um
- Core Region :: 13200 um^2
- The floorplan has 42 rows.
- Initial core utilization :: 0.409

** Cells and area
- Most used logic cell in the final layout :: sky130_fd_sc_hd__dfrtp_1
- The layout summary lists the proportion of cells stronger than drive strength 1 as 0.0943.
- Once layout is complete, the utilization of the core stands at 0.554.
- Most used cells in the layout excluding fill and tap cells :: sky130_fd_sc_hd__dfrtp_1 (136), sky130_fd_sc_hd__clkdlybuf4s50_1 (133), sky130_fd_sc_hd__dlxtn_1 (65), sky130_fd_sc_hd__inv_1 (32), sky130_fd_sc_hd__a222oi_1 (31)
- Area growth from synthesis to layout :: 35.4%
- In the final layout, the fill cell count is 1054.
- Number of non-filler instances in the completed layout :: 653

** Outcome
- Outcome :: finished, final reports clean

** Global routing
- The number of antenna violations at the first check in global routing was 1.
- For met3 alone, demand over resource in global routing was 0.0650.
- The via count of the first global-routing pass came to 3235.
- Per the GRT congestion report, total overflow comes to 0.
- Summed over all routing layers, the global router reports a total usage of 0.164.
- Entering global routing, the biggest net connects 54 pins.
- Wire length of the first global-routing pass :: 16800 um
- On met2, the global router reports a usage of 0.235.
- In this run the most used layer during global routing was met1.
- Routing resource usage on met1 recorded by global route was 0.256.

** Worst hold path
- Path class of the lowest-slack min-delay path :: in2async
==> critical path, cell delays in order (launching register included) <==
cell,delay (ns)
sky130_fd_sc_hd__dfrtp_1,0.40
sky130_fd_sc_hd__nor2_1,0.14
sky130_fd_sc_hd__or4b_1,0.50
sky130_fd_sc_hd__clkdlybuf4s50_1,0.43
==> cells in the mapped netlist <==
library cell                instances  area share
sky130_fd_sc_hd__a22oi_1            1      0.0014
sky130_fd_sc_hd__nor4_2             1      0.0023
sky130_fd_sc_hd__a21oi_1            1     0.00093
sky130_fd_sc_hd__a31o_2             1      0.0016
sky130_fd_sc_hd__nor2_1             3      0.0021
sky130_fd_sc_hd__nand4_1            1      0.0012
sky130_fd_sc_hd__buf_4             36       0.050
sky130_fd_sc_hd__inv_1             32       0.022
sky130_fd_sc_hd__and4b_1            1      0.0019
sky130_fd_sc_hd__a21o_1             2      0.0028
sky130_fd_sc_hd__nor4_1             6      0.0070
sky130_fd_sc_hd__or3_1              1      0.0012
sky130_fd_sc_hd__o2bb2ai_1          1      0.0016
sky130_fd_sc_hd__dfrtp_1          136        0.63
sky130_fd_sc_hd__buf_2              9      0.0083
sky130_fd_sc_hd__nor2b_1            1      0.0012
sky130_fd_sc_hd__or4b_1             1      0.0019
sky130_fd_sc_hd__a222oi_1          31       0.057
sky130_fd_sc_hd__o211ai_2           1      0.0023
sky130_fd_sc_hd__conb_1             1     0.00069
sky130_fd_sc_hd__nand2b_1           1      0.0012
sky130_fd_sc_hd__dlxtn_1           65        0.18
sky130_fd_sc_hd__a21boi_0           2      0.0028
sky130_fd_sc_hd__nand2_1            5      0.0035
sky130_fd_sc_hd__nand3_1            1     0.00093
sky130_fd_sc_hd__and3_2             1      0.0014
sky130_fd_sc_hd__dfstp_2            1      0.0049
sky130_fd_sc_hd__nor3b_1            1      0.0014
sky130_fd_sc_hd__nor3_1             2      0.0019
sky130_fd_sc_hd__or2_1              1      0.0012
sky130_fd_sc_hd__mux2_2             1      0.0021
==> per-layer routing <==
layer  wire length (um)  vias up
met1               4600     1538
met5                 13        -
met3               1000       23
met2               4660      163
met4                161        2
li1                   -     1386
==> final timing paths <==
check | end | slack (ns) | depth (start not counted)
worst min register to register | SLAVE.HADDR_3[29]$_DFF_PN0_ | 0.37 | 0
min in group clk0 | SLAVE.HADDR_3[29]$_DFF_PN0_ | 0.37 | 0
worst max register to register | FSM.STATE[2]$_DFF_PN0_ | 2.74 | 3
worst min-delay path | SLAVE.HWRITEreg$_DFF_PN0_ | 0.25 | 1
max in group asynchronous | SLAVE.HWDATA_1[24]$_DFF_PN0_ | 2.71 | 2
worst max-delay path | HREADYout | 1.24 | 3
==> metrics by stage <==
stage                     power (mW)  hold slack, ns  cell area [um^2]
after floorplan                 1.82           0.353              5410
after global placement          2.03           0.358              6710
after detailed placement        2.03           0.358              6710
after CTS                       3.65           0.243              7310
after global routing            3.75           0.254              7310
final                           3.61           0.247              7310
==> sequential cells by signal, indices dropped and copies added (netlist names) <==
register and flops:
FSM.PADDR 32, FSM.PWDATA 32, SLAVE.HADDR_1 32, SLAVE.HADDR_2 32, SLAVE.HADDR_3 32, SLAVE.HWDATA_1 32
FSM.STATE 8, FSM.tmp 1, SLAVE.HWRITEreg 1
==> cells by family after synthesis <==
| family | share of synthesized area |
|---|---|
| AND-OR/OR-AND | 0.0709 |
| flip-flops | 0.635 |
| multiplexers | 0.00209 |
| AND/OR/NAND/NOR | 0.0299 |
| latches | 0.181 |
| buffers and inverters | 0.0806 |
| other | 0.000694 |
==> where the power goes <==
part / internal (mW) / switching (mW)
clock network: 1.03 / 0.575
logic: 0.150 / 0.125
registers: 1.69 / 0.0382
==> area by class of cell <==
type	instances	area, um^2	share of cell area
timing repair buffer	140	1390	0.190
inverter	32	120	0.0164
sequential	202	4410	0.602
tap	176	220	0.0301
multi-input combinational	72	576	0.0787
clock buffer	20	457	0.0624
clock inverter	11	148	0.0202
Power and IR drop assume default switching activity.
